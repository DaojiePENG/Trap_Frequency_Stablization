`flow/config.mk`:
```
export PLATFORM = sky130hd
export DESIGN_NAME = Core_CORDIC
export DESIGN_NICKNAME = Core_CORDIC
export VERILOG_FILES = /design/flow/design.v
export SDC_FILE = /design/flow/constraint.sdc
export NUM_CORES = 4
export LEC_CHECK = 1
export CORE_UTILIZATION = 50
```
`flow/constraint.sdc`:
```
current_design Core_CORDIC

set clk_period 21.0
set clk_io_pct 0.2

create_clock -name clk0 -period $clk_period [get_ports {clk}]

set non_clock_inputs [all_inputs -no_clocks]
set_input_delay [expr $clk_period * $clk_io_pct] -clock clk0 $non_clock_inputs
set_output_delay [expr $clk_period * $clk_io_pct] -clock clk0 [all_outputs]
```
`flow/run.sh`:
```
#!/bin/bash
# OpenROAD 26Q1-2900-gdf79404cd8, Yosys 0.63+post, stock flow scripts
make -C /OpenROAD-flow-scripts/flow DESIGN_CONFIG=/design/flow/config.mk WORK_HOME=/design/flow/orfs finish
```
`flow/design.v`:
```
module Core_CORDIC(clk, x, y, z, rx, ry, rz);
parameter MODE = 0;                      
parameter W_NIO = 16;                    
parameter W_CAL = 32;                    
parameter N_ITR = 16;                    
input                clk;                
input  [W_NIO-1 : 0] x;                  
input  [W_NIO-1 : 0] y;                  
input  [W_NIO-1 : 0] z;                  
output [W_NIO-1 : 0] rx;                 
output [W_NIO-1 : 0] ry;                 
output [W_NIO-1 : 0] rz;                 
localparam M_WID = 96;
localparam M_ITR = 32;
localparam [M_ITR*M_WID-1 : 0] Ei = {
  96'h00000000517CC1B727220A95, 96'h00000000A2F9836E4E441527, 96'h0000000145F306DC9C882A39, 
  96'h000000028BE60DB9391053CF, 96'h0000000517CC1B727220A285, 96'h0000000A2F9836E4E4411C4D, 
  96'h000000145F306DC9C880F2A6, 96'h00000028BE60DB9390F7B5B4, 96'h000000517CC1B727219DEEA6, 
  96'h000000A2F9836E4E40AFF73F, 96'h00000145F306DC9C6D00BE11, 96'h0000028BE60DB9383707F8B3, 
  96'h00000517CC1B726B5643D5F3, 96'h00000A2F9836E4ADEE26D055, 96'h0000145F306DC815E946C44B, 
  96'h000028BE60DB85FC3A56AB55, 96'h0000517CC1B6BA7BB2F723FE, 96'h0000A2F9836AE91158539DB4, 
  96'h000145F306C172F246AF4BFA, 96'h00028BE60CDFEC61994B7616, 96'h000517CC14A80CB70788F004, 
  96'h000A2F980091BA7B67F43A92, 96'h00145F2EBB30AB37B9341F2D, 96'h0028BE5346D0C336FC917A6F, 
  96'h00517C5511D442AEA2C306CB, 96'h00A2F61E5C28262984D6BF59, 96'h0145D7E159046278569C94DF, 
  96'h028B0D430E589AECC0CC0012, 96'h051111D41DDD9A1B7F9255CB, 96'h09FB385B5EE39E8DDF43F3CA, 
  96'h12E4051D9DF308665688F6DB, 96'h200000000000000000000000
};
reg  [W_CAL-1 : 0] sx = 0;
reg  [W_CAL-1 : 0] sy = 0;
reg  [W_CAL-1 : 0] sz = 0;
reg  [N_ITR+3 : 0] f_inv = 0;
reg  [N_ITR+3 : 0] sgn_x = 0;
always @ (posedge clk)
begin
  f_inv <= {f_inv[N_ITR+2 : 0], z[W_NIO-1] ^ z[W_NIO-2]};
  sgn_x <= {sgn_x[N_ITR+2 : 0], x[W_NIO-1]};
  sx <= {x, {(W_CAL - W_NIO){1'b0}}};
  sy <= {y, {(W_CAL - W_NIO){1'b0}}};
  sz <= {z[W_NIO-2], z[W_NIO-2 : 0], {(W_CAL - W_NIO){1'b0}}};
end
reg  [3*W_CAL-1 : 0] sz_ppl = 0;
always @ (posedge clk) sz_ppl <= {sz_ppl[2*W_CAL-1 : 0], sz};
wire [W_CAL-1 : 0] scld_x;
wire [W_CAL-1 : 0] scld_y;
CORDIC_MultK #(.W_CAL(W_CAL))
  SCLX(.clk(clk), .inp(sx), .out(scld_x));
CORDIC_MultK #(.W_CAL(W_CAL))
  SCLY(.clk(clk), .inp(sy), .out(scld_y));
wire [W_CAL-1 : 0] w_x [0 : N_ITR];
wire [W_CAL-1 : 0] w_y [0 : N_ITR];
wire [W_CAL-1 : 0] w_z [0 : N_ITR];
assign w_x[0] = scld_x;
assign w_y[0] = scld_y;
assign w_z[0] = sz_ppl[3*W_CAL-1 : 2*W_CAL];
genvar i;
generate
  for (i = 1; i <= N_ITR; i = i + 1)
  begin: ITER
    CORDIC_Iter #(.MODE(MODE), .W_CAL(W_CAL), .S_ITR(i-1))
      ITRX(.clk(clk), .x(w_x[i-1]), .y(w_y[i-1]), .z(w_z[i-1]),
           .Ei(Ei[M_WID*i-1 : M_WID*i-W_CAL]),
           .rx(w_x[i]), .ry(w_y[i]), .rz(w_z[i]));
  end
endgenerate
reg  [W_CAL-1 : 0] fx = 0;
reg  [W_CAL-1 : 0] fy = 0;
reg  [W_CAL-1 : 0] fz = 0;
wire [W_NIO-1 : 0] rx = fx[W_CAL-1 : W_CAL-W_NIO];
wire [W_NIO-1 : 0] ry = fy[W_CAL-1 : W_CAL-W_NIO];
wire [W_NIO-1 : 0] rz = fz[W_CAL-1 : W_CAL-W_NIO];
always @ (posedge clk)
begin
  fx <= ({{W_CAL{f_inv[N_ITR+3]}}} ^ w_x[N_ITR]) + f_inv[N_ITR+3];
  fy <= ({{W_CAL{f_inv[N_ITR+3]}}} ^ w_y[N_ITR]) + f_inv[N_ITR+3];
  fz <= {sgn_x[N_ITR+3], {(W_CAL-1){1'b0}}} ^ w_z[N_ITR];
end
endmodule
module CORDIC_Iter(clk, x, y, z, Ei, rx, ry, rz);
parameter MODE = 0;                      
parameter W_CAL = 32;                    
parameter S_ITR = 0;                     
input                clk;                
input  [W_CAL-1 : 0] x;                  
input  [W_CAL-1 : 0] y;                  
input  [W_CAL-1 : 0] z;                  
input  [W_CAL-1 : 0] Ei;
output [W_CAL-1 : 0] rx;                 
output [W_CAL-1 : 0] ry;                 
output [W_CAL-1 : 0] rz;                 
reg  [W_CAL-1 : 0] rx = 0;
reg  [W_CAL-1 : 0] ry = 0;
reg  [W_CAL-1 : 0] rz = 0;
wire sign = MODE ? (x[W_CAL-1] ^ y[W_CAL-1]) : (~z[W_CAL-1]);
wire [W_CAL-1 : 0] sx = {{(S_ITR+1){x[W_CAL-1]}}, x[W_CAL-2 : S_ITR]};
wire [W_CAL-1 : 0] sy = {{(S_ITR+1){y[W_CAL-1]}}, y[W_CAL-2 : S_ITR]};
always @ (posedge clk)
if (sign)
begin
  rx <= x - sy;
  ry <= y + sx;
  rz <= z - Ei;
end
else
begin
  rx <= x + sy;
  ry <= y - sx;
  rz <= z + Ei;
end
endmodule
module CORDIC_MultK(clk, inp, out);
parameter W_CAL = 32;
input                clk;
input  [W_CAL-1 : 0] inp;
output [W_CAL-1 : 0] out;
wire [W_CAL+19 : 0] sgn_ext = {{20{inp[W_CAL-1]}}, inp[W_CAL-1 : 0]};
wire [W_CAL- 1 : 0] rs01 = sgn_ext[W_CAL    :  1];
wire [W_CAL- 1 : 0] rs03 = sgn_ext[W_CAL+ 2 :  3];
wire [W_CAL- 1 : 0] rs06 = sgn_ext[W_CAL+ 5 :  6];
wire [W_CAL- 1 : 0] rs09 = sgn_ext[W_CAL+ 8 :  9];
wire [W_CAL- 1 : 0] rs12 = sgn_ext[W_CAL+11 : 12];
wire [W_CAL- 1 : 0] rs14 = sgn_ext[W_CAL+13 : 14];
wire [W_CAL- 1 : 0] rs16 = sgn_ext[W_CAL+15 : 16];
wire [W_CAL- 1 : 0] rs20 = sgn_ext[W_CAL+19 : 20];
reg  [W_CAL-1 : 0] ps0_0 = 0;
reg  [W_CAL-1 : 0] ps0_1 = 0;
reg  [W_CAL-1 : 0] ps0_2 = 0;
reg  [W_CAL-1 : 0] ps0_3 = 0;
reg  [W_CAL-1 : 0] ps1_0 = 0;
reg  [W_CAL-1 : 0] ps1_1 = 0;
reg  [W_CAL-1 : 0] out = 0;
always @ (posedge clk)
begin
  ps0_0 <= rs01 + rs03;
  ps0_1 <= rs06 + rs09;
  ps0_2 <= rs12 + rs20;
  ps0_3 <= rs14 + rs16;
  ps1_0 <= ps0_0 - ps0_1;
  ps1_1 <= ps0_2 - ps0_3;
  out <= ps1_0 - ps1_1;
end
endmodule
```
==> impl_metrics.tcl <==
# flow metrics
set metrics [dict create \
    outcome "complete, no violations" \
    antenna_found_initial 17 \
    setup_tns_ns 0 \
    synth-seq-area-share_pct 29.1 \
    met2_length_um 165000 \
    place_congestion 0.977 \
    synth.lib_cells_used.distinct 99 \
    final_hold_viol_count 0 \
    max-cap-violations 0 \
    cts_sinks 1954 \
    layout_top_cell_excl_fill_tap "dfxtp_1" \
    post_cts_hold_fix_bufs 0 \
    fill_cells 24500 \
    achievable-frequency_mhz 171 \
    tritoncts_clock_tree "done" \
    timing.critical_path.slowest_cell_delay_ns 0.46 \
    final_util_pct 55.1 \
    critical_path.n_buffers_inverters 1 \
    final_layout_size_suffix_gt1_share_pct 4.06 \
    antenna_left 0 \
    layoutNonFillerInstCount 19500 \
    maximum_number_of_pins_on_one_net_before_global_route_repair 60 \
    setup_viol 0 \
    cts_root_buffer "clkbuf_16" \
    boundaryPins 97 \
    post_synth_tally_of_flip_flops_with_integrated_enable 0 \
    required_ns 16.80 \
    critical_path.cell_chain "clkdlybuf4s50_1" \
    critPathTopFamily "buffers and inverters" \
    grt_remaining_overflow 0 \
    grt_util_all_layers_pct 25.8 \
    post-route-min-period_ns 5.84 \
    worstPathMaxFanout 1 \
    drt_drc_violations_left 0 \
    wl_met3_um 12700 \
    clock-skew-final_ns 0.0706 \
    unrepaired_setup_endpoints_after_global_routing "no" \
    slew_violations 0 \
    core_um2 268000 \
    maxUsedRoutingLayer "met5" \
    layout-area-overhead-vs-synth_pct 9.73 \
    tightest_slew_ns 0.987 \
    die-width_um 521 \
    synthArstFlopShare_pct 0 \
    log.warning_count 200 \
    fp.dieH_um 521 \
    num_rows 190 \
    vias 108000 \
    clk_latency_ns 0.92 \
    crit_arrival_ns 1.64 \
    first_global_vias 102000 \
    synth.cell_area_um2 134000 \
    longest_clk_path_bufs 4 \
    initial_core_util_pct 50.2 \
    drt_pre_antenna_iters 6 \
    numPlacedInstances 19100 \
    detail_route.vias_per_cell 5.52 \
    yosysChipArea_um2 134000 \
    hold_path.class "flip-flop to flip-flop" \
    placement.io_buffers 96 \
    wire_per_inst_um 17.6 \
    post_cts_resized 0 \
    final.setup.worst_slack_ns 15.16 \
    final_layout_top_logic_cells "dfxtp_1 (1938), ha_1 (1780), a21oi_1 (1627)" \
    dr.first_iter.drc_count 5950 \
    relSlewSlack_pct 33.3 \
    htree_num_levels 4 \
    cts_made_buffers 220 \
    finalCritPeriodShare_pct 27.8 \
    worst_setup_path_start_kind "flip-flop" \
    post_cts_setup_buffer_count 0 \
    endpoint_kind "output port" \
    pre_cts_ws_ns 16.05 \
    crit_path_top_delay_cell "clkdlybuf4s50_1" \
    met1_wire_length_um 150000 \
    detailed_place_hpwl_um 276000 \
    dominantRegCellSynth "dfxtp_1" \
    yosys_warnings 18 \
    worst_setup_hold_path_clk_slew_ns 0.06 \
    syn-instance-count 15600 \
    route.final.wire_length_um 343000 \
    ys_cells 15600 \
    critPathKind "flip-flop to output port" \
    synth_flops 1954 \
    chip_area_um2 271000 \
    avgSynthCellArea_um2 8.61 \
    wire_length_of_the_first_global_routing_pass_um 547000 \
]
-- state kept, by name, indices dropped and copies added (netlist names), 32 cells and up --
signal        flops
ITER.ITRX.rx    512
ITER.ITRX.ry    511
ITER.ITRX.rz    463
sz_ppl           45
SCLX.out         32
SCLX.ps1_1       32
SCLY.out         32
SCLY.ps1_1       32
-- logic make-up (layout without fill, tap and decap cells) --
| group | count (synthesis) | count (layout) | share of synthesized area [%] |
|---|---|---|---|
| and+or+nand+nor | 4008 | 4008 | 14.5 |
| xor gates and xnor gates | 2113 | 2113 | 13.8 |
| other | 1 | 35 | 0.00279 |
| DFF | 1954 | 1954 | 29.1 |
| muxes | 142 | 142 | 1.11 |
| adders and majority gates | 1834 | 1834 | 17.4 |
| buffers and inverters | 1033 | 1360 | 2.89 |
| AOI/OAI and AO/OA | 4539 | 4539 | 21.3 |
-- Yosys cell counts (118+ instances only) --
library cell	count	share of area [%]
and3_1	118	0.55
a211oi_1	123	0.69
nor3_1	424	1.6
clkbuf_1	179	0.50
xor2_1	704	4.6
nor2b_1	230	1.1
inv_1	793	2.2
a21o_1	750	4.2
xnor2_1	1409	9.2
nor2_1	1347	3.8
nand3_1	238	0.89
o21bai_1	208	1.2
o21ai_0	741	2.8
nand4_1	118	0.55
ha_1	1780	17
nand2_1	735	2.1
dfxtp_1	1954	29
o21a_1	209	1.2
a31oi_1	162	0.75
a21oi_1	1627	6.1
nand2b_1	247	1.1
-- per-layer routing --
metal,GRT usage (%),up-vias
li1,-,56200
met1,34.1,49200
met2,43.6,1847
met3,2.80,587
met4,10.0,2
met5,0,-
-- layout make-up --
cell class / count / area [um2] / area share, %
Clock inverter: 120 / 1850 / 1.25
Multi-Input combinational cell: 12600 / 91500 / 62.0
Clock buffer: 280 / 6130 / 4.15
Timing Repair Buffer: 164 / 1470 / 0.997
Inverter: 796 / 2990 / 2.02
Sequential cell: 1954 / 39100 / 26.5
Antenna cell: 34 / 85.1 / 0.0576
Tap cell: 3552 / 4440 / 3.01
-- stage by stage --
| stage | area (um2) | hold slack [ns] |
|---|---|---|
| floorplan | 134000 | 0.310 |
| detailed placement | 140000 | 0.312 |
| global route | 148000 | 0.327 |
| global placement | 140000 | 0.310 |
| finish | 148000 | 0.320 |
| CTS | 148000 | 0.321 |
-- path summary, 6_finish.rpt --
path / from / end / slack [ns] / depth (start not counted)
max: fy[23] / ry[7] / 15.16 / 1
min: f_inv[1] / f_inv[2] / 0.32 / 0
max reg2reg: ITER[13].ITRX.ry[16] / ITER[14].ITRX.rx[31] / 15.94 / 15
min reg2reg: f_inv[1] / f_inv[2] / 0.32 / 0
